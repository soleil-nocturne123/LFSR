**flow/run.sh**
```bash
#!/bin/bash
# OpenROAD 26Q1-2900-gdf79404cd8, Yosys 0.63+post, stock flow scripts
make -C /OpenROAD-flow-scripts/flow DESIGN_CONFIG=/design/flow/config.mk WORK_HOME=/design/flow/orfs finish
```
**flow/constraint.sdc**
```tcl
current_design application

set clk_period 4.3
set clk_io_pct 0.2

create_clock -name clk0 -period $clk_period [get_ports {clock}]

set non_clock_inputs [all_inputs -no_clocks]
set_input_delay [expr $clk_period * $clk_io_pct] -clock clk0 $non_clock_inputs
set_output_delay [expr $clk_period * $clk_io_pct] -clock clk0 [all_outputs]
```
**flow/design.v**
```verilog
module application #(parameter n = 8)(input logic reset, input logic clock,
							input logic W, input logic [15:0] A,
							input logic [n-1:0] D, output logic [n-1:0] Q);  
reg [n-1:0] Poly;  
logic enable_Poly;
assign enable_Poly = (A == 16'h0012 && W) ? 1 : 0;
reg [n-1:0] Q_LFSR;  
assign Q = Q_LFSR;
logic load_LFSR;
assign load_LFSR = (A == 16'h0014 && W) ? 1 : 0;
logic enable_LFSR;
reg [1:0] Ctrl;  
logic enable_Ctrl;
assign enable_Ctrl = (A == 16'h0010 && W) ? 1 : 0;
enum reg [1:0] {RESET, ENABLE, STALE} state;  
logic z;  
assign z = (state == ENABLE) ? 1 : 0;
assign enable_LFSR = z;
always_ff @(posedge clock) begin
	if (reset) state <= RESET;
	else case(state)
		RESET: if(~(Ctrl == 2'b00)) state <= ENABLE;
		ENABLE: if(Ctrl == 2'b00) state <= RESET;
						else if(Ctrl == 2'b01) state <= STALE;
		STALE: if(Ctrl[0] == 0) state <= RESET;
	endcase
end
always_ff @(posedge clock) begin
	if (reset) Poly <= '0;
	else if (enable_Poly) Poly <= D;
end
always_ff @(posedge clock) begin
	if (reset) Q_LFSR <= '0;
	else if(load_LFSR) Q_LFSR <= D;  
	else if(enable_LFSR) Q_LFSR <= (Q_LFSR >> 1) ^ (Poly && Q_LFSR[0]);  
end
always_ff @(posedge clock) begin
	if (reset) Ctrl <= 2'b00;
	else if(enable_Ctrl) Ctrl <= D[1:0];
end
endmodule: application
```
**flow/config.mk**
```make
export PLATFORM = sky130hd
export DESIGN_NAME = application
export DESIGN_NICKNAME = application
export VERILOG_FILES = /design/flow/design.v
export SDC_FILE = /design/flow/constraint.sdc
export NUM_CORES = 4
export LEC_CHECK = 1
export CORE_AREA = 10 10 103 103
export DIE_AREA = 0 0 113 113
```
==> flow_summary.yaml <==
# synthesis and place-and-route metrics
outcome:
  status: "complete, no violations"
routing:
  drt-met1-wl_um: 1270
  ant_nets: 0
  diodes: 0
  vias: 953
  vias_per_cell: 3.83
  drc: 0
  drt-pass1-iter-count: 4
  routed_wl_um: 2940
  first_iter_violations: 69
  met3RoutedLength_um: 114
  routedWlPerCell_um: 11.8
  highest_layer: "met4"
  route.met2.wl_um: 1540
yosys:
  synth_cells: 112
  synth.avg_cell_area_um2: 9.38
  ys_cells: 112
  netlist_area_mm2: 0.00105
  ys_seq_share_pct: 40.0
  ff_type: "dfxtp_1"
  synth-edff-count: 0
  yosysUniqueCellTypes: 26
  synth-area-yosys_mm2: 0.00105
  numSynthFlops: 21
  yosysWarnings: 1
  async_flop_share_pct: 0
cells_and_area:
  nFillCells: 883
  area_growth_pct: 45.5
  layout-drive-gt1-share_pct: 6.94
job:
  drv_cap: 0
  tool_warnings: 25
place:
  dp_hpwl_um: 2470
  pre_cts_slack_ns: 1.72
  place_congestion: 0.812
  io_buffers: 34
final_timing:
  fin_setup_tns_ns: 0
  max_freq_ghz: 0.428
  rsz0062_at_grt: "no"
  hold_viol: 0
  post-route-min-period_ns: 2.33
  setup_violations: 0
  slew_violations: 0
  relSlewSlack_pct: 63.6
  worst_pin_slew_ns: 0.545
  fin_crit_sh_pct: 54.3
  clock_skew_ns: 0.00296
  fin_ws_ns: 1.97
cts:
  holdBufCountCts: 0
  cts.sinks: 21
  worstSkewPairLatency_ns: 0.25
  post_cts_buffers: 0
  htree_num_levels: 1
  cts_root_buffer: "clkbuf_8"
  cts_buffer_depth: 2
  cts_resized: 0
  cts_tree: "done"
  cts_made_buffers: 3
  clkSlewWorstSetupHoldPaths_ns: 0.07
worst_setup_path:
  crit_path_end_kind: "flop"
  critPathKind: "in2reg"
  start_kind: "input port"
  path_buffers: 2
  crit_path_top_delay_cell: "clkdlybuf4s50_1"
  critical-path-top-delay-family: "buffers and inverters"
  cp.depth: 5
  r2r_cells: 4
  crit_chain: "clkdlybuf4s50_1, clkinv_1, and4_1, nand3_1, a21oi_1"
  cp_slowest_stage_delay_ns: 0.56
  r2r_slack_ns: 2.94
  worstPathRequired_ns: 4.42
  cp_max_fo: 18
  arrival_ns: 2.45
grt:
  overflow: 0
  antenna_found_initial: 0
  grt_pass1_wl_um: 4900
  grt_start_max_net_pins: 19
  grt_pass1_vias: 930
  grt.total_usage_pct: 4.52
pwr:
  p_sw_uw: 76.0
  swShare_pct: 21.1
  p_comb_share_pct: 11.4
  peakVddDrop_v: 0.0000949
  leakagePower_uw: 0.000448
  p_clk_share_pct: 34.6
  power_density_mw_per_mm2: 236
  intPower_uw: 284
  pwr-share-seq_pct: 53.9
die:
  chipArea_mm2: 0.0128
  coreArea_mm2: 0.00830
  initCoreUtil_pct: 12.7
  ios: 35
  rows: 33
  die_w_um: 113
  die_h_um: 113
hold_path:
  hold_class: "reg2reg"
  min_path_cells: 2
==> state kept, by name, summed over array words and instances (netlist names) <==
register and count:
Ctrl 2, Poly 8, Q_LFSR 8, state 3
==> per-layer routing <==
metal / GRT usage, % / vias up
li1: - / 495
met1: 5.54 / 446
met2: 7.87 / 10
met3: 1.23 / 2
met4: 0.592 / 0
met5: 0 / -
==> cells in the mapped netlist, drive strengths merged, types with 2 or more instances <==
master	count	area share, %
and4	2	1.8
clkbuf	2	0.71
clkinv	2	0.71
o311a	6	5.7
mux2i	6	5.7
nand3	13	6.2
nor4	4	5.2
nand4	4	3.8
nor2	4	1.4
o21ai	21	10
dfxtp	21	40
inv	2	0.71
buf	4	3.0
a21oi	13	6.2
nor4b	2	4.5
==> per-stage QoR <==
stage / hold slack, ns / total power (uW) / cell area [um2] / utilization (%) / cells
after floorplan: 0.443 / 207 / 1050 / - / 112
after global placement: 0.459 / 240 / 1480 / 17.9 / 245
after detailed placement: 0.466 / 240 / 1480 / 17.9 / 245
after CTS: 0.476 / 366 / 1530 / 18.4 / 249
after global routing: 0.506 / 376 / 1530 / 18.4 / 249
final: 0.475 / 360 / 1530 / 18.4 / 249
==> cell families after synthesis <==
group	count (synthesis)	share of synthesized area, %
compound gates	42	23.8
buf+inv	10	5.12
flops	21	40.0
mux	6	5.71
simple gates	33	25.4
==> placed cells by master (no fill, tap or decap), types with 2 or more instances in the layout <==
cell type	netlist	routed
clkdlybuf4s50_1	0	34
dfxtp_1	21	21
o21ai_0	21	21
a21oi_1	13	13
nand3_1	13	13
mux2i_1	6	6
o311a_1	6	6
nor2_1	4	4
nand4_1	3	3
clkbuf_8	0	3
clkinv_1	2	2
inv_1	2	2
nor4_4	2	2
nor4b_4	2	2
nor4_1	2	2
==> power groups by stage <==
stage,registers [uW],logic [uW],clock network (uW)
5_1_grt,194,43.8,138
4_1_cts,194,41.5,130
6_report,194,41.1,125
==> path summary, 6_finish.rpt <==
| check | start | to |
|---|---|---|
| setup / recovery | A[2] | Poly[4] |
| hold / removal | Poly[5] | Poly[5] |
| setup reg to reg | Poly[3] | Q_LFSR[0] |
| hold reg to reg | Poly[5] | Poly[5] |
==> cell type report <==
class	instances	area, um2	share of cell area (%)
multi-input cells	81	577	37.7
flip-flops and latches	21	420	27.5
repair buffers	34	340	22.3
well taps	105	131	8.59
clock buffers	4	45.0	2.95
inverters	4	15.0	0.982
==> worst reg2reg max path, delay by kind of cell, from the launching register on <==
kind,cells,cell delay (ns)
AOI/OAI and AO/OA,3,0.44
DFF,1,0.31
and+or+nand+nor,1,0.49
Power is estimated from default activity; no workload was simulated.
